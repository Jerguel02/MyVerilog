===== ./config.mk =====
export PLATFORM = sky130hd
export DESIGN_NAME = kb_code
export DESIGN_NICKNAME = kb_code
export VERILOG_FILES = /design/flow/design.v
export SDC_FILE = /design/flow/constraint.sdc
export NUM_CORES = 4
export LEC_CHECK = 1
export CORE_UTILIZATION = 30

===== ./constraint.sdc =====
current_design kb_code

set clk_period 3.3
set clk_io_pct 0.2

create_clock -name clk0 -period $clk_period [get_ports {clk}]

set non_clock_inputs [all_inputs -no_clocks]
set_input_delay [expr $clk_period * $clk_io_pct] -clock clk0 $non_clock_inputs
set_output_delay [expr $clk_period * $clk_io_pct] -clock clk0 [all_outputs]

===== ./design.v =====
module fifo
   #(
    parameter B=8,  
              W=4   
   )
   (
    input wire clk, reset,
    input wire rd, wr,
    input wire [B-1:0] w_data,
    output wire empty, full,
    output wire [B-1:0] r_data
   );
   reg [B-1:0] array_reg [2**W-1:0];   
   reg [W-1:0] w_ptr_reg, w_ptr_next, w_ptr_succ;
   reg [W-1:0] r_ptr_reg, r_ptr_next, r_ptr_succ;
   reg full_reg, empty_reg, full_next, empty_next;
   wire wr_en;
   always @(posedge clk)
      if (wr_en)
         array_reg[w_ptr_reg] <= w_data;
   assign r_data = array_reg[r_ptr_reg];
   assign wr_en = wr & ~full_reg;
   always @(posedge clk, posedge reset)
      if (reset)
         begin
            w_ptr_reg <= 0;
            r_ptr_reg <= 0;
            full_reg <= 1'b0;
            empty_reg <= 1'b1;
         end
      else
         begin
            w_ptr_reg <= w_ptr_next;
            r_ptr_reg <= r_ptr_next;
            full_reg <= full_next;
            empty_reg <= empty_next;
         end
   always @*
   begin
      w_ptr_succ = w_ptr_reg + 1;
      r_ptr_succ = r_ptr_reg + 1;
      w_ptr_next = w_ptr_reg;
      r_ptr_next = r_ptr_reg;
      full_next = full_reg;
      empty_next = empty_reg;
      case ({wr, rd})
         2'b01:  
            if (~empty_reg)  
               begin
                  r_ptr_next = r_ptr_succ;
                  full_next = 1'b0;
                  if (r_ptr_succ==w_ptr_reg)
                     empty_next = 1'b1;
               end
         2'b10:  
            if (~full_reg)  
               begin
                  w_ptr_next = w_ptr_succ;
                  empty_next = 1'b0;
                  if (w_ptr_succ==r_ptr_reg)
                     full_next = 1'b1;
               end
         2'b11:  
            begin
               w_ptr_next = w_ptr_succ;
               r_ptr_next = r_ptr_succ;
            end
      endcase
   end
   assign full = full_reg;
   assign empty = empty_reg;
endmodule
module kb_code
   #(parameter W_SIZE = 2) 
   (
    input wire clk, reset,
    input wire ps2d, ps2c, rd_key_code,
    output wire [7:0] key_code,
    output wire kb_buf_empty
   );
   localparam BRK = 8'hf0;  
   localparam
      wait_brk = 1'b0,
      get_code = 1'b1;
   reg state_reg, state_next;
   wire [7:0] scan_out;
   reg got_code_tick;
   wire scan_done_tick;
   ps2_rx ps2_rx_unit
      (.clk(clk), .reset(reset), .rx_en(1'b1),
       .ps2d(ps2d), .ps2c(ps2c),
       .rx_done_tick(scan_done_tick), .dout(scan_out));
   fifo #(.B(8), .W(W_SIZE)) fifo_key_unit
     (.clk(clk), .reset(reset), .rd(rd_key_code),
      .wr(got_code_tick), .w_data(scan_out),
      .empty(kb_buf_empty), .full(),
      .r_data(key_code));
   always @(posedge clk, posedge reset)
      if (reset)
         state_reg <= wait_brk;
      else
         state_reg <= state_next;
   always @*
   begin
      got_code_tick = 1'b0;
      state_next = state_reg;
      case (state_reg)
         wait_brk:   
            if (scan_done_tick==1'b1 && scan_out==BRK)
               state_next = get_code;
         get_code:   
            if (scan_done_tick)
               begin
                  got_code_tick =1'b1;
                  state_next = wait_brk;
               end
      endcase
   end
endmodule
module ps2_rx
   (
    input wire clk, reset,
    input wire ps2d, ps2c, rx_en,
    output reg rx_done_tick,
    output wire [7:0] dout
   );
   localparam [1:0]
      idle = 2'b00,
      dps  = 2'b01,
      load = 2'b10;
   reg [1:0] state_reg, state_next;
   reg [7:0] filter_reg;
   wire [7:0] filter_next;
   reg f_ps2c_reg;
   wire f_ps2c_next;
   reg [3:0] n_reg, n_next;
   reg [10:0] b_reg, b_next;
   wire fall_edge;
   always @(posedge clk, posedge reset)
   if (reset)
      begin
         filter_reg <= 0;
         f_ps2c_reg <= 0;
      end
   else
      begin
         filter_reg <= filter_next;
         f_ps2c_reg <= f_ps2c_next;
      end
   assign filter_next = {ps2c, filter_reg[7:1]};
   assign f_ps2c_next = (filter_reg==8'b11111111) ? 1'b1 :
                        (filter_reg==8'b00000000) ? 1'b0 :
                         f_ps2c_reg;
   assign fall_edge = f_ps2c_reg & ~f_ps2c_next;
   always @(posedge clk, posedge reset)
      if (reset)
         begin
            state_reg <= idle;
            n_reg <= 0;
            b_reg <= 0;
         end
      else
         begin
            state_reg <= state_next;
            n_reg <= n_next;
            b_reg <= b_next;
         end
   always @*
   begin
      state_next = state_reg;
      rx_done_tick = 1'b0;
      n_next = n_reg;
      b_next = b_reg;
      case (state_reg)
         idle:
            if (fall_edge & rx_en)
               begin
                  b_next = {ps2d, b_reg[10:1]};
                  n_next = 4'b1001;
                  state_next = dps;
               end
         dps:  
            if (fall_edge)
               begin
                  b_next = {ps2d, b_reg[10:1]};
                  if (n_reg==0)
                     state_next = load;
                  else
                     n_next = n_reg - 1;
               end
         load:  
            begin
               state_next = idle;
               rx_done_tick = 1'b1;
            end
      endcase
   end
   assign dout = b_reg[8:1];  
endmodule

===== ./run.sh =====
#!/bin/bash
# OpenROAD 26Q1-2900-gdf79404cd8, Yosys 0.63+post, stock flow scripts
make -C /OpenROAD-flow-scripts/flow DESIGN_CONFIG=/design/flow/config.mk WORK_HOME=/design/flow/orfs finish

==> reports/qor.yml <==
status:
  status: "finished, final reports clean"
yosys:
  yosys_warnings: 3
  synthFlopType: "edfxtp_1"
  syn_inst: 160
  syn_avg_cell_area_um2: 16.4
  yosys-stat-area_mm2: 0.00263
  synthArstFlopShare: 0.508
  ys.flops: 65
  syn_area_mm2: 0.00263
  edf_count: 32
  yosys_cells: 160
  synth_cell_type_count: 35
  ys_seq_share: 0.680
routing:
  wl_um: 3910
  ant_nets: 0
  route.met2.wl_um: 1800
  via_per_inst: 4.58
  routedWlPerCell_um: 13.4
  wl_met3_um: 260
  drt-pass1-iter-count: 4
  drc: 0
  wl_met1_um: 1790
  antenna_cells: 0
  top_layer_used: "met4"
  vias: 1338
  drtIter0Drc: 65
clock_tree:
  ctsHoldBuffers: 0
  cts-root-buf: "clkbuf_8"
  post_cts_buffers: 0
  cts_buffers: 9
  cts_max_path_buffers: 2
  path_clk_slew_ps: 70
  cts_htree_levels: 3
  cts_tree: "yes"
  ctsResizeCount: 0
  clock.latency.late_pin_ps: 340
  numClockSinks: 65
worst_setup_path:
  cp-end-kind: "output pin"
  critPathMaxFanout: 12
  cp_num_buf_inv: 1
  slowest_stage: "dfrtp_1"
  crit_required_ps: 2640
  worstPathCellList: "mux4_2 > clkdlybuf4s50_1"
  slowest_delay_ps: 760
  cp-start-kind: "flip-flop"
  critPathArrivalTime_ps: 2090
  crit_type: "reg -> out"
  crit_family: "flip-flops"
cells_and_area:
  finalNonFillerCells: 292
  layout-drive-gt1-share: 0.214
  layout_top_cells: "edfxtp_1, dfrtp_1, clkdlybuf4s50_1, nand2_1"
  post-route-util: 0.369
  fin_area_mm2: 0.00308
  largest_reg_flops: 32
  fillers: 782
  area_delta_synth_final_pct: 17.1
  lay_top_count: "edfxtp_1"
global_routing:
  grt_max_degree: 34
  gr-total-overflow: 0
  grt_usage: 0.0986
  grt_pass1_vias: 1328
  grt_pass1_wl_um: 6520
  grt_antenna_before_repair: 0
timing:
  hold_violations: 0
  fin_tns_setup_ps: 0
  slew-limit-headroom: 0.569
  setup_viol: 0
  max_slew.worst_pin.slew_ps: 647
  clock_skew_ps: 9.34
  fmax_ghz: 0.363
  rsz0062_at_grt: "no"
  fin_crit_ps: 2750
  slew_violations: 0
  hold_slack_ps: 459
  setup_ws_ps: 548
  period_used_share: 0.834
power:
  sw_frac_of_total: 0.244
  internal_power_mw: 1.28
  total_power_mw: 1.70
  p_seq_frac: 0.552
  power_density_mw_per_mm2: 552
  pwr-share-comb: 0.052
  p_switching_mw: 0.415
  clock_power_share: 0.396
  p_leak_nw: 1.10
  ir_worst_vdd_mv: 0.306
placed_design:
  place_area_mm2: 0.00288
  io_buffers: 13
  dp_cells: 276
  gp_congestion: 0.757
  dp_hpwl_um: 2540
  pre_cts_slack_ps: 877
job:
  maxCapViolCount: 0
  warning_count: 28
floorplanning:
  core_area_mm2: 0.00834
  die_h_um: 95.6
  die_width_um: 95.6
  initCoreUtil: 0.315
  dieArea_mm2: 0.00915
  num_rows: 33
  io_pins: 14
worst_hold_path:
  hold_path_class: "reg -> reg"
-- cell type report --
class,count,area (µm²),share of cell area
tap,105,131,0.0427
clock inverter,7,77.6,0.0252
inverter,9,33.8,0.0110
clock buffer,9,124,0.0402
sequential,65,1790,0.581
timing repair buffer,14,138,0.0447
multi-input combinational,83,786,0.255
-- synth_stat cells, types with 2 or more instances --
master	number	area share
edfxtp_1	32	0.37
dfrtp_1	31	0.29
nand2_1	10	0.014
inv_1	9	0.013
o21ai_0	9	0.017
mux4_2	8	0.069
mux2_4	6	0.034
ha_1	5	0.024
nand4_1	5	0.012
and2_1	4	0.0095
mux2_2	4	0.017
nand2b_1	4	0.0095
xnor2_1	4	0.013
a21o_1	2	0.0057
a21oi_1	2	0.0038
buf_2	2	0.0038
dfstp_2	2	0.020
nand3_1	2	0.0038
nor2_1	2	0.0029
nor4_4	2	0.016
-- worst reg2reg max path, delay by kind of cell, from the launching register on --
family          cells  cell delay, ps
flops               1             420
compound gates      2             550
simple gates        2             680
-- layer usage --
metal / GRT usage / vias up
li1: - / 643
met1: 0.135 / 650
met2: 0.149 / 37
met3: 0.0487 / 8
met4: 0.0149 / 0
met5: 0 / -
-- logic make-up (layout without fill, tap and decap cells) --
family,after synthesis,count (layout),share of synthesized area
flip-flops,65,65,0.680
adder cells (fa/ha/maj),5,5,0.0238
buffers and inverters,12,39,0.0209
AND/OR/NAND/NOR,35,35,0.0828
multiplexers,19,19,0.124
XOR/XNOR,5,5,0.0167
AND-OR/OR-AND,19,19,0.0519
-- worst paths after layout --
kind | endpoint | startpoint | slack (ps) | depth (start not counted)
setup / recovery | key_code[3] | fifo_key_unit.r_ptr_reg[0] | 550 | 2
hold reg to reg | ps2_rx_unit.filter_reg[6] | ps2_rx_unit.filter_reg[7] | 460 | 0
max in group asynchronous | ps2_rx_unit.state_reg[0] | reset | 2250 | 3
hold / removal | ps2_rx_unit.filter_reg[6] | ps2_rx_unit.filter_reg[7] | 460 | 0
setup reg to reg | ps2_rx_unit.n_reg[1] | ps2_rx_unit.filter_reg[4] | 1540 | 4
min in group asynchronous | fifo_key_unit.w_ptr_reg[1] | reset | 700 | 3
-- power by group through the flow --
stage	registers, mW	clock network [mW]	logic [mW]
6_report	0.938	0.673	0.0888
4_1_cts	0.941	0.691	0.0902
5_1_grt	0.946	0.735	0.0979
Power and IR drop assume default switching activity.
