==> ./config.mk <==
export PLATFORM = sky130hd
export DESIGN_NAME = ALU
export DESIGN_NICKNAME = ALU
export VERILOG_FILES = /design/flow/design.v
export SDC_FILE = /design/flow/constraint.sdc
export NUM_CORES = 4
export LEC_CHECK = 1
export CORE_UTILIZATION = 30
==> ./constraint.sdc <==
current_design ALU

set clk_period 17.7
set clk_io_pct 0.2

create_clock -name clk0 -period $clk_period

set non_clock_inputs [all_inputs -no_clocks]
set_input_delay [expr $clk_period * $clk_io_pct] -clock clk0 $non_clock_inputs
set_output_delay [expr $clk_period * $clk_io_pct] -clock clk0 [all_outputs]
==> ./design.v <==
`timescale 1ns / 1ps
module ALU(A, B, ALU_Sel, ALU_Out, ALU_Carry
    );
input [7:0] A, B;
input [4:0] ALU_Sel;
output [7:0] ALU_Out;
output ALU_Carry;
reg [8:0] ALU_Result;
assign ALU_Carry = ALU_Result[8];
assign ALU_Out = ALU_Result[7:0];
always @*
	begin
		case (ALU_Sel)
			5'b00000 : ALU_Result = A + B;  
			5'b00001 : ALU_Result = A - B;  
			5'b00010 : ALU_Result = A * B;  
			5'b00011 : ALU_Result = A / B;  
			5'b00100 : ALU_Result = A << 1;  
			5'b00101 : ALU_Result = A >> 1;  
			5'b00110 : ALU_Result = {A[6:0], A[7]};  
			5'b00111 : ALU_Result = {A[0], A[7:1]};  
			5'b01000 : ALU_Result = A & B;  
			5'b01001 : ALU_Result = A | B;  
			5'b01010 : ALU_Result = ~A;	  
			5'b01011 : ALU_Result = A ^ B;  
			5'b01100 : begin ALU_Result = ~(A & B); ALU_Result[8] = 0; end 
			5'b01101 : begin ALU_Result = ~(A | B); ALU_Result[8] = 0; end 
			5'b01110 : begin ALU_Result = ~(A ^ B); ALU_Result[8] = 0; end 
			5'b01111 : ALU_Result = (A>B) ? 8'b1:8'b0;  
			5'b10000 : ALU_Result = (A<B) ? 8'b1:8'b0;  
			5'b10001 : ALU_Result = (A==B) ? 8'b1:8'b0; 
			default : ALU_Result = 8'b11111111;
		endcase
	end
endmodule
==> ./run.sh <==
#!/bin/bash
# OpenROAD 26Q1-2900-gdf79404cd8, Yosys 0.63+post, stock flow scripts
make -C /OpenROAD-flow-scripts/flow DESIGN_CONFIG=/design/flow/config.mk WORK_HOME=/design/flow/orfs finish
==> Slide: Implementation Results <==
Flow Results at a Glance

Floorplan
  – Die X: 128 µm
  – Die area: 16400 µm²
  – # IOs: 30
  – Die Y: 128 µm
  – Core Area: 15400 µm²
  – FP Util: 31.0%
  – Site row count: 45

Global routing
  – Largest net degree at the start of global routing: 34
  – GR Overflow Total: 0
  – Aggregate global-route resource usage: 20.6%
  – Vias in the first global route: 4984
  – First-pass GRT wire length: 26200 µm
  – Initial antenna violation count: 0

Power and ir drop
  – Combinational share of power: 100.0%
  – Switching share of total power: 51.7%
  – P_sw: 136 µW
  – Part of the power in registers: 0%
  – P per Cell Area: 41.7 nW/µm²
  – Int Pwr: 127 µW
  – Power consumption: 263 µW
  – Clock power frac: 0%
  – Leak pwr: 0.00276 µW
  – Max IR drop VDD: 26.8 µV

Route
  – Drt pass-1 iters: 8
  – DRC Markers: 0
  – Number of vias per cell: 5.46
  – Ant diodes: 0
  – WL final: 16500 µm
  – Routed len/inst: 17.1 µm
  – Detailed router's first-iteration violation count: 496
  – Final antenna-violating net count: 0
  – Via count: 5260

Finish
  – Layout Utilization: 41.1%
  – Comb gate area: 4820 µm²
  – Finished Layout Cells: 963
  – Number of fill cells: 1514
  – Share of post-route cells with drive strength above 1: 22.6%
  – Register area: 0 µm²
  – Top cells excl fill/tap: 91 x buf_4, 70 x nor2_1, 69 x ha_1
  – Synthesis-to-finish area growth: 32.7%
  – Most frequent logic cell in the layout: buf_4
  – Number of clock buffers in the layout: 0
  – Num sequential: 0

Yosys
  – Cells after Synth: 657
  – Synthesis area per yosys: 4760 µm²
  – Yosys cell types: 76
  – Syn. warnings: 1
  – Yosys cell count: 657
  – Ranking of synthesized cells by area: ha_1 23%, fa_1 8.4%, nor2_1 5.6%
  – Synthesized cell area: 4760 µm²
  – Area leader, netlist: ha_1
  – Seq/Total Area, Yosys: 0%
  – Top-area cell share: 22.6%
  – Avg Cell Area, Syn: 7.25 µm²

Run
  – Tool Warnings: 51
  – Max-cap violations: 0

Hold path
  – Min-Delay Path Class: input port to output pin

Setup path
  – Setup crit end kind: output pin
  – Critical Path Source Type: input port
  – Critical Path AT: 13.52 ns
  – CP max stage delay: 0.52 ns
  – Slowest stage cell, crit path: or4_4
  – Crit path DRT: 14.16 ns
  – Setup Crit Path Kind: input port to output pin
  – CP most frequent cell: ha_4
  – CP Max Fanout: 8

Final timing
  – Final Slew Violations: 0
  – Post-layout min period: 17.06 ns
  – RSZ-0062 raised after global routing: false
  – Slew HR: 41.3%
  – Setup TNS: 0 ns
  – Crit share post-route: 96.4%
  – Final Hold Fails: 0
  – Max Fclk: 58.6 MHz
  – Slew @ Worst Pin: 0.859 ns
  – Final setup vio count: 0

Placement
  – Placed Cells: 951
  – Final HPWL from detailed placement: 12600 µm
  – Port bufs: 30
  – Final GP Congestion: 0.999

Status
  – Status: completed
-- synth_stat cells, drive strengths merged (9+ instances only) --
cell type and number:
a211oi 10, a21o 10, a21oi 46, clkbuf 22
fa 20, ha 86, inv 59, mux2 12
mux2i 11, nand2 48, nand2b 9, nand3 13
nor2 71, nor3 17, o211ai 12, o21a 11
o21ai 33, xnor2 25, xor2 12
-- cell type report --
type	count	share of cell area, %
Multi-Input combinational cell	568	76.2
Timing Repair Buffer	124	16.0
Tap cell	211	4.18
Inverter	60	3.56
-- cells by family after synthesis --
kind of cell	after synthesis	share of synthesized area [%]
mux	23	5.23
compound gates	191	28.1
buf+inv	89	7.38
xor+xnor	37	6.80
simple gates	210	21.4
fa+ha+maj	106	31.0
other cells	1	0.0787
-- through the flow --
| stage | setup slack, ns | hold slack, ns | instance area, µm² |
|---|---|---|---|
| after floorplan | 0.155 | 7.23 | 4770 |
| after global placement | -0.153 | 8.39 | 5820 |
| after detailed placement | -0.506 | 8.38 | 5820 |
| after CTS | 0.00108 | 8.38 | 5930 |
| after global routing | 0.0585 | 8.32 | 6320 |
| final | 0.636 | 8.24 | 6320 |
-- final timing paths --
| kind | end | start | cells past startpoint | slack (ns) |
|---|---|---|---|---|
| setup / recovery | ALU_Out[0] | B[4] | 50 | 0.64 |
| hold / removal | ALU_Carry | B[0] | 6 | 8.24 |
-- repair_timing --
action,4_1_cts,5_1_grt
setup endpoints to repair,1,1
hold buffers,0,0
resized,22,55
buffers inserted,3,9
pin swaps,8,31
-- metal layers --
layer | up-vias | track usage (%) | part of all wire, %
li1 | 2585 | - | -
met1 | 2445 | 29.8 | 47
met2 | 200 | 32.3 | 43
met3 | 30 | 2.42 | 7.0
met4 | 0 | 5.67 | 3.1
met5 | - | 0 | 0
-- critical path, delay by kind of cell --
family,cells,cell delay (ns)
mux,2,0.61
compound gates,21,4.25
buf+inv,6,1.06
simple gates,14,2.16
fa+ha+maj,7,1.92
-- power by group through the flow --
stage | logic [µW] | clock network (µW) | registers (µW)
global route | 294 | 0 | 0
CTS | 240 | 0 | 0
finish | 263 | 0 | 0
No activity file was given, so power comes from the tool's default toggle rates.
